===== design.v =====
`timescale 1ns / 1ps
module popcount16 (
    input  wire [15:0] data_in,
    output reg  [4:0]  count_out
);
   integer i ;
    always @(*) begin
        count_out = 0;
        for (i = 0; i < 16; i = i + 1) begin
            count_out = count_out + data_in[i];
        end
    end
endmodule

===== run.sh =====
#!/bin/bash
# OpenROAD 26Q1-2900-gdf79404cd8, Yosys 0.63+post, stock flow scripts
make -C /OpenROAD-flow-scripts/flow DESIGN_CONFIG=/design/flow/config.mk WORK_HOME=/design/flow/orfs finish

===== config.mk =====
export PLATFORM = sky130hd
export DESIGN_NAME = popcount16
export DESIGN_NICKNAME = popcount16
export VERILOG_FILES = /design/flow/design.v
export SDC_FILE = /design/flow/constraint.sdc
export NUM_CORES = 4
export LEC_CHECK = 1
export CORE_AREA = 10 10 75 75
export DIE_AREA = 0 0 85 85

===== constraint.sdc =====
current_design popcount16

set clk_period 6.4
set clk_io_pct 0.2

create_clock -name clk0 -period $clk_period

set non_clock_inputs [all_inputs -no_clocks]
set_input_delay [expr $clk_period * $clk_io_pct] -clock clk0 $non_clock_inputs
set_output_delay [expr $clk_period * $clk_io_pct] -clock clk0 [all_outputs]

==> results.json <==
{
  "status": "complete, no violations",
  "period_minus_slack_ns": 6.258,
  "timing.slew.headroom": 0.9272,
  "die_x_um": 85,
  "grt-ovfl-total": 0,
  "placementRows": 23,
  "finalPower_mw": 0.1900,
  "ys_top_cells_by_area": "fa_1, inv_1, ha_1, xnor2_1, a21oi_2",
  "final-setup-viol-count": 0,
  "cp.arrival_ns": 4.98,
  "synthTopCellsByCount": "inv_1, fa_1, ha_1",
  "synthDistinctLibCells": 8,
  "avgSynthCellArea_um2": 8.679,
  "start_kind": "input port",
  "hold_depth": 6,
  "cts_setup_buffers": 0,
  "netlist_instances": 47,
  "vias": 314,
  "cp_data_required_time_ns": 5.12,
  "hold_viol": 0,
  "diodes": 0,
  "portBuffers": 21,
  "antenna_found_initial": 0,
  "grt_max_degree": 4,
  "dp_hpwl_um": 846,
  "ioPinCount": 21,
  "syn_to_final_growth_pct": 72.70,
  "drt-pass1-iter-count": 2,
  "maxCapViolations": 0,
  "ir_drop_mv": 0.06952,
  "postSynthSeqShare": 0,
  "drv_slew": 0,
  "drtAntennaViolNets": 0,
  "drt_iter0_drc": 3,
  "leakage_nw": 0.3800,
  "worst_pin_slew_ns": 0.1084,
  "place_congestion": 0.6625,
  "synthesis.area_um2": 407.9,
  "regArea_um2": 0,
  "setup_tns_ns": 0,
  "yosysTopAreaCellShare": 0.4908,
  "drive_above_1_share": 0.08571,
  "clkbuf_count": 0,
  "drc_errors": 0,
  "grt_pass1_wl_mm": 1.359,
  "core_area_um2": 4058,
  "die.size.y_um": 85,
  "yosysCellCount": 47,
  "ys_area_um2": 407.9,
  "wl_per_cell_um": 7.167,
  "ff_count": 0,
  "synth.most_common_cell": "inv_1",
  "ys_warn_count": 1,
  "hold_class": "input port to output port",
  "routed_wl_um": 860,
  "via_per_inst": 2.617,
  "cellPowerDensity_nw_per_um2": 269.7,
  "grt_util_all_layers": 0.02198,
  "grt_pass1_vias": 347,
  "rsz0062_at_grt": "false",
  "fp_util": 0.1005,
  "chipArea_um2": 7225,
  "crit_fanout": 2,
  "log.warning_count": 32,
  "largest_area_cell": "fa_1",
  "fin_crit_sh": 0.9778,
  "crit_path_end_kind": "output port",
  "fmax_mhz": 159.8,
  "path_class": "input port to output port"
}
cell families (layout without fill, tap and decap cells):
kind of cell / Yosys count / after routing / synth area share
and+or+nand+nor: 1 / 1 / 0.01535
AOI/OAI and AO/OA: 3 / 3 / 0.05830
xor gates and xnor gates: 2 / 2 / 0.04295
adders and majority gates: 15 / 15 / 0.6442
buffers and inverters: 26 / 49 / 0.2393
area by class of cell:
class,instances,area (µm²)
multi-input combinational,21,315.3
inverter,26,97.59
timing repair buffer,23,229.0
tap,50,62.56
fill,452,3353
placed cells by master (no fill, tap or decap):
| cell | count |
|---|---|
| dlygate4sd2_1 | 1 |
| fa_2 | 1 |
| o21a_1 | 1 |
| inv_1 | 25 |
| fa_1 | 9 |
| a21o_1 | 1 |
| xnor2_1 | 2 |
| buf_4 | 2 |
| a21oi_2 | 1 |
| nor2b_1 | 1 |
| ha_2 | 1 |
| dlymetal6s2s_1 | 2 |
| ha_1 | 4 |
| inv_2 | 1 |
| clkdlybuf4s50_1 | 18 |
worst max-delay path, cell delays in order:
cell             delay, ns
clkdlybuf4s50_1       0.45
inv_1                 0.05
fa_1                  0.57
fa_1                  0.44
fa_1                  0.47
fa_1                  0.51
inv_1                 0.04
ha_2                  0.17
inv_2                 0.06
fa_2                  0.42
inv_1                 0.06
clkdlybuf4s50_1       0.46
path summary, 6_finish.rpt:
path	to	slack (ns)	startpoint
max	count_out[1]	0.14	data_in[0]
min	count_out[2]	3.62	data_in[2]
layer usage:
metal  global-route usage  share of wire  vias to the layer above
met4                    0              0                        0
met2              0.03815           0.47                       12
li1                     -              -                      169
met1              0.02887           0.45                      133
met3             0.004817          0.081                        0
met5                    0              0                        -
power breakdown:
part	leakage, nW	internal (mW)	switching, mW
clock	0	0	0
sequential	0	0	0
combinational	0.380	0.121	0.0689
total	0.380	0.121	0.0689
what timing repair did:
| action | 4_1_cts | 5_1_grt |
|---|---|---|
| pin swaps | 6 | 1 |
| endpoints found under the setup margin | 3 | 3 |
| hold buffers | 0 | 0 |
| gates resized | 3 | 3 |
through the flow:
| step | std cells | hold slack (ns) | instance area [µm²] | setup slack [ns] | utilization |
|---|---|---|---|---|---|
| after floorplan | 47 | 2.641 | 407.9 | 0.9933 | - |
| after global placement | 120 | 3.598 | 695.7 | -0.1595 | 0.1714 |
| after detailed placement | 120 | 3.617 | 695.7 | -0.1512 | 0.1714 |
| after CTS | 120 | 3.639 | 699.4 | 0.03636 | 0.1724 |
| after global routing | 120 | 3.670 | 704.4 | 0.02182 | 0.1736 |
| final | 120 | 3.621 | 704.4 | 0.1423 | 0.1736 |
Power figures rest on the tool's default switching activity, not on a simulated workload.
