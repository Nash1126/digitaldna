===== design.v =====
`timescale 1ns / 1ps
module ArithmeticUnit (
    input  signed [7:0] A,
    input  signed [7:0] B,
    input        [1:0] Op,
    output reg signed [7:0] Result,
    output reg Overflow,
    output reg Zero,
    output reg Negative
);
    reg signed [8:0] temp_result;  
    always @(*) begin
        Overflow = 0;
        temp_result = 0;
        case (Op)
            2'b00: begin  
                temp_result = A + B;
                Result = temp_result[7:0];
                Overflow = (temp_result > 127 || temp_result < -128);
            end
            2'b01: begin  
                temp_result = A - B;
                Result = temp_result[7:0];
                Overflow = (temp_result > 127 || temp_result < -128);
            end
            2'b10: begin  
                if (A == B)
                    Result = 8'd0;
                else if (A > B)
                    Result = 8'd1;
                else
                    Result = -8'd1;
                Overflow = 0;
            end
            2'b11: begin  
                temp_result = A - B;
                if (temp_result < 0)
                    temp_result = -temp_result;
                Result = temp_result[7:0];
                Overflow = (temp_result > 127);
            end
            default: begin
                Result = 0;
                Overflow = 0;
            end
        endcase
        Zero = (Result == 0);
        Negative = (Result < 0);
    end
endmodule

===== run.sh =====
#!/bin/bash
# OpenROAD 26Q1-2900-gdf79404cd8, Yosys 0.63+post, stock flow scripts
make -C /OpenROAD-flow-scripts/flow DESIGN_CONFIG=/design/flow/config.mk WORK_HOME=/design/flow/orfs finish

===== config.mk =====
export PLATFORM = sky130hd
export DESIGN_NAME = ArithmeticUnit
export DESIGN_NICKNAME = ArithmeticUnit
export VERILOG_FILES = /design/flow/design.v
export SDC_FILE = /design/flow/constraint.sdc
export NUM_CORES = 4
export LEC_CHECK = 1
export CORE_AREA = 10 10 78 78
export DIE_AREA = 0 0 88 88

===== constraint.sdc =====
current_design ArithmeticUnit

set clk_period 5.6
set clk_io_pct 0.2

create_clock -name clk0 -period $clk_period

set non_clock_inputs [all_inputs -no_clocks]
set_input_delay [expr $clk_period * $clk_io_pct] -clock clk0 $non_clock_inputs
set_output_delay [expr $clk_period * $clk_io_pct] -clock clk0 [all_outputs]

==> run_results.csv <==
group,metric,value,unit
die,fp.dieW,88,µm
timing,relSlewSlack,0.6862,
synthesis,yosysWarnings,1,
timing,final-setup-viol-count,0,
global_routing,met3_usage,0.01497,
timing,finalHoldViolations,0,
setup_path,cpMostUsedCell,"clkdlybuf4s50_1",
place,dpl_cell_area,1804,µm²
global_routing,use_met2,0.1581,
global_routing,globalRouteMet1Util,0.1502,
die,io_pins,29,
synthesis,netlist_area,1480,µm²
setup_path,crit_chain,"clkdlybuf4s50_1, ha_2, inv_1, fa_2, buf_6, xnor2_4, nand3_2, o21bai_2, a2111o_1, and2_4, o211ai_2, buf_4, clkdlybuf4s50_1",
place,place.gp.congestion,0.8939,
power,powerDensity,126.6,nW/µm²
die,rows,24,
route,drt-total-wl,3992,µm
synthesis,ys_cells,205,
cells_and_area,nFlopsAndLatches,0,
cells_and_area,syn_to_final_growth,27.13,%
route,drc_errors,0,
timing,fmaxAchievable,184.0,MHz
power,p_leak,0.8190,nW
die,initCoreUtil,0.3353,
setup_path,max_stage_delay,0.49,ns
run,tool_warnings,42,
timing,slew_viol_final,0,
die,die_h,88,µm
timing,worst_slew_pin_slew,0.4702,ns
global_routing,gr-total-overflow,0,
route,dr_total_vias,1529,
global_routing,grt_max_degree,14,
synthesis,syn-mean-instance-area,7.220,µm²
setup_path,worst_setup_path_start_kind,"input port",
power,ir_drop,0.00004316,V
cells_and_area,final_area,1882,µm²
global_routing,grt_pass1_wl,6665,µm
setup_path,slowest_stage,"clkdlybuf4s50_1",
outcome,status,"finished, final reports clean",
min_path,hold_end,"Zero",
setup_path,critical_path.startpoint,"B[0]",
place,place_hpwl,3439,µm
global_routing,first_global_vias,1408,
route,ant_nets,0,
synthesis,yosys_area,1480,µm²
setup_path,end_kind,"output port",
min_path,holdCritStartpoint,"A[0]",
route,first_pass_iters,4,
setup_path,crit_fanout,5,
synthesis,synth_cell_types,59,
die,dieArea,7744,µm²
setup_path,cp.required,4.48,ns
global_routing,grtUsageTotal,0.1013,
cells_and_area,drive_above_1_share,0.1581,
timing,finalCriticalPeriod,5.436,ns
route,drt_iter0_markers,97,
route,vias_per_cell,5.346,
run,cap_violations,0,
cells_and_area,clkbuf_count,0,
die,core,4414,µm²
global_routing,grt-busiest-layer,"met2",
setup_path,path_class,"input port to output port",
timing,rsz0062_at_grt,"no",
global_routing,antenna_found_initial,0,
min_path,min_path_cells,9,
setup_path,critPathArrivalTime,4.32,ns
cells_and_area,utilization,0.4263,
timing,setup_tns,0,ns
clocking,cts_hold_buf,0,
synthesis,synth_seq_share,0,
min_path,hold_path_class,"input port to output port",
synthesis,netlist_instances,205,
timing,period_used_share,0.9708,
place,place.port_buffers,29,
route,drt-wirelength-per-cell,13.96,µm
cells_and_area,seq_area,0,µm²
route,antenna-diode-count,0,
-- synth_stat cells, types with 4 or more instances --
cell type   n  area share
o21ai_0     4       0.014
o21ai_1     6       0.020
nand3_1    10       0.034
xor2_1      5       0.030
nor3_1     11       0.037
nor2b_1     4       0.017
o211ai_1    4       0.020
xnor2_1     4       0.024
a31oi_1     4       0.017
ha_1       19        0.16
nor2_1     12       0.030
inv_1      22       0.056
nand3b_1    5       0.025
a21oi_1    10       0.034
a211oi_1    6       0.030
nand2_1     9       0.023
-- metal layers --
metal / routed length, µm / vias to the layer above
met5: 0 / -
met4: 27 / 0
met3: 267 / 2
met2: 1709 / 39
met1: 1987 / 677
li1: - / 811
-- layout by cell type (no fill, tap or decap), types with 5 or more instances in the layout --
cell / instances
clkdlybuf4s50_1: 27
xor2_1: 5
a211oi_1: 5
ha_1: 17
nor2_1: 12
nand3_1: 9
o21ai_1: 6
a21oi_1: 9
nand3b_1: 5
nand2_1: 9
buf_4: 9
nor3_1: 11
inv_1: 21
-- cell type report --
type               count  area (µm²)
multi-input cells    172        1356
fillers              454        2532
repair buffers        39       374.1
inverters             23       86.33
well taps             52       65.06
-- cells by family after synthesis --
logic type,count (synthesis),synth area share
AOI/OAI and AO/OA,61,0.3060
xor gates and xnor gates,10,0.06424
adders and majority gates,21,0.1877
buffers and inverters,33,0.1251
muxes,2,0.01437
and+or+nand+nor,78,0.3026
-- power by group --
group / leakage [nW] / total, mW / switching (mW) / internal (mW)
Clock: 0 / 0 / 0 / 0
Sequential: 0 / 0 / 0 / 0
Combinational: 0.819 / 0.238 / 0.118 / 0.120
Total: 0.819 / 0.238 / 0.118 / 0.120
-- through the flow --
step	power (mW)	instances	setup slack, ns	hold WS (ns)
2_1_floorplan	0.1488	205	1.118	2.393
3_3_place_gp	0.2263	285	0.05706	3.474
3_5_place_dp	0.2249	285	0.04451	3.485
4_1_cts	0.2257	285	0.04384	3.486
5_1_grt	0.2659	286	0.01061	3.368
6_report	0.2383	286	0.1638	3.282
-- worst max path at each step --
stage,end,slack [ns]
finish,Result[7],0.16
global route,Negative,0.01
CTS,Zero,0.04
-- critical path, delay by kind of cell --
kind,cells,cell delay [ns]
simple gates,2,0.29
buf+inv,5,1.29
compound gates,3,0.83
fa+ha+maj,2,0.58
xor+xnor,1,0.20
-- what timing repair did --
action                                  in CTS  in global routing
endpoints found under the setup margin       0                  4
setup buffers                                0                  1
resized                                      0                 16
No activity file was given, so power comes from the tool's default toggle rates.
