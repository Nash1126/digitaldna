==> flow/run.sh <==
#!/bin/bash
# OpenROAD 26Q1-2900-gdf79404cd8, Yosys 0.63+post, stock flow scripts
make -C /OpenROAD-flow-scripts/flow DESIGN_CONFIG=/design/flow/config.mk WORK_HOME=/design/flow/orfs finish
==> flow/config.mk <==
export PLATFORM = sky130hd
export DESIGN_NAME = rule90
export DESIGN_NICKNAME = rule90
export VERILOG_FILES = /design/flow/design.v
export SDC_FILE = /design/flow/constraint.sdc
export NUM_CORES = 4
export LEC_CHECK = 1
export CORE_AREA = 10 10 395 395
export DIE_AREA = 0 0 405 405
==> flow/constraint.sdc <==
current_design rule90

set clk_period 1.4
set clk_io_pct 0.2

create_clock -name clk0 -period $clk_period [get_ports {clk}]

set non_clock_inputs [all_inputs -no_clocks]
set_input_delay [expr $clk_period * $clk_io_pct] -clock clk0 $non_clock_inputs
set_output_delay [expr $clk_period * $clk_io_pct] -clock clk0 [all_outputs]
==> flow/design.v <==
`timescale 1ns / 1ps
module rule90 (
    input wire clk,
    input wire load,
    input wire [511:0] data,
    output reg [511:0] q
);
    reg [511:0] q_next;
    integer i;
    always @(*) begin
        for (i = 0; i < 512; i = i + 1) begin
            q_next[i] = ((i == 0)      ? 1'b0 : q[i-1]) ^ 
                        ((i == 511)    ? 1'b0 : q[i+1]);
        end
    end
    always @(posedge clk) begin
        if (load)
            q <= data;
        else
            q <= q_next;
    end
endmodule
==> insert_results.sql <==
-- load yosys + openroad results
INSERT INTO impl_metrics (metric_group, metric, value, unit) VALUES
('routing', 'postRouteWirelength', '146000', 'um'),
('floorplanning', 'core_util_floorplan', '13.9', '%'),
('routing', 'first_pass_iters', '5', ''),
('critical_path', 'endpoint_kind', 'output pin', ''),
('cells_and_area', 'syn_to_final_growth', '98.0', '%'),
('outcome', 'violations', 'setup timing', ''),
('critical_path', 'path_buffers', '1', ''),
('clocking', 'cts_inserted_buffers', '70', ''),
('critical_path', 'r2r_end', 'q[287]', ''),
('pwr', 'seq_power_share', '34.0', '%'),
('critical_path', 'worst-endpoint-arrival', '1.21', 'ns'),
('global_routing', 'initial_antenna_violation_count', '50', ''),
('placed_design', 'hpwl', '121000', 'um'),
('cells_and_area', 'largest_registers', 'q: 512 flops', ''),
('critical_path', 'path_class', 'reg2out', ''),
('floorplanning', 'die-width', '405', 'um'),
('global_routing', 'grt_first_pass_wirelength', '192000', 'um'),
('final_timing', 'holdWs', '0.105', 'ns'),
('floorplanning', 'floorplan.core_area', '147000', 'um2'),
('placed_design', 'port_buffers', '1025', ''),
('final_timing', 'rsz0062_at_grt', 'yes', ''),
('clocking', 'clock_path_buffers', '3', ''),
('global_routing', 'grt_overflow', '0', ''),
('routing', 'dr_total_vias', '21709', ''),
('synthesis', 'synth.ff_latch_count', '512', ''),
('cells_and_area', 'largest_register_ff_count', '512', ''),
('cells_and_area', 'logic_area', '9300', 'um2'),
('critical_path', 'critPathLaunch', 'q[426]', ''),
('clocking', 'clk_latency', '0.66', 'ns'),
('floorplanning', 'pin_count', '1026', ''),
('routing', 'number_of_remaining_drc_errors', '0', ''),
('synthesis', 'area_share_of_the_leading_cell_type_in_the_synthesized_netlist', '50.1', '%'),
('clocking', 'clkSinkCount', '512', ''),
('critical_path', 'rrSetupSlack', '0.05', 'ns'),
('final_timing', 'postLayoutSetupSlackWorst', '-0.0866', 'ns'),
('cells_and_area', 'flop_area', '11400', 'um2'),
('final_timing', 'finalHoldViolations', '0', ''),
('global_routing', 'maximum_number_of_pins_on_one_net_before_global_route_repair', '104', ''),
('final_timing', 'finalClockSkew', '0.0294', 'ns'),
('clocking', 'clock_tree_from_tritoncts', 'built', ''),
('global_routing', 'gr-usage-all-layers', '17.3', '%'),
('critical_path', 'crit_path_cell_trace', 'buf_6', ''),
('pwr', 'net-switching-power', '21.3', 'mW'),
('final_timing', 'maxClockFrequency', '673', 'MHz'),
('synthesis', 'synth.cellmix.xorXnorShare', '21.8', '%'),
('critical_path', 'crit_required', '1.12', 'ns'),
('synthesis', 'synthDominantAreaCellType', 'sky130_fd_sc_hd__dfxtp_1', ''),
('pwr', 'internal_power', '45.1', 'mW'),
('outcome', 'status', 'finished, violations left', ''),
('pwr', 'report.power.total', '66.4', 'mW'),
('cells_and_area', 'layout.cells.non_filler', '5764', ''),
('min_path', 'worstHoldPathType', 'in2reg', ''),
('synthesis', 'synthTopCellsByArea', 'sky130_fd_sc_hd__dfxtp_1 (50%), sky130_fd_sc_hd__xnor2_1 (22%), sky130_fd_sc_hd__o21ai_0 (10%)', ''),
('pwr', 'powerDensity', '1640', 'nW/um2'),
('synthesis', 'average_cell_area_after_synthesis', '9.47', 'um2'),
('routing', 'wire_per_inst', '25.3', 'um'),
('pwr', 'power.share.clock', '27.0', '%'),
('synthesis', 'syn_inst', '2158', ''),
('final_timing', 'finalSetupViolCount', '90', ''),
('critical_path', 'critPathSlowestCell', 'sky130_fd_sc_hd__dfxtp_4', ''),
('routing', 'first_iter_violations', '1355', ''),
('synthesis', 'synthMuxAreaShare', '0.147', '%'),
('routing', 'antenna_left', '0', ''),
('clocking', 'htree_levels', '3', ''),
('floorplanning', 'dieArea', '164000', 'um2'),
('critical_path', 'crit_path_end', 'q[426]', ''),
('cells_and_area', 'filler_cell_count_in_the_final_layout', '15329', ''),
('synthesis', 'synthesis_warning_total', '1', ''),
('placed_design', 'dpl_worst_slack', '-0.242', 'ns'),
('final_timing', 'maxSlewHeadroom', '50.6', '%'),
('clocking', 'ctsRootBufferMaster', 'sky130_fd_sc_hd__clkbuf_16', '');
==> cells in the mapped netlist <==
library cell	n
sky130_fd_sc_hd__buf_4	11
sky130_fd_sc_hd__buf_6	56
sky130_fd_sc_hd__nand2_1	510
sky130_fd_sc_hd__dfxtp_1	512
sky130_fd_sc_hd__clkbuf_1	41
sky130_fd_sc_hd__xnor2_1	510
sky130_fd_sc_hd__o21ai_2	89
sky130_fd_sc_hd__o21ai_1	11
sky130_fd_sc_hd__buf_2	6
sky130_fd_sc_hd__mux2_4	2
sky130_fd_sc_hd__o21ai_0	410
==> area by class of cell <==
type | instances | area share [%]
clock buffers | 96 | 4.89
flip-flops and latches | 512 | 28.2
diodes | 12 | 0.0742
well taps | 1930 | 5.96
repair buffers | 1652 | 37.1
clock inverters | 30 | 0.782
multi-input cells | 1532 | 23.0
==> cells by family after synthesis <==
kind of cell    after synthesis
flops                       512
compound gates              510
xor+xnor                    510
simple gates                510
buf+inv                     114
mux                           2
==> power by group through the flow <==
stage / logic, mW / clock network (mW) / registers [mW]
final: 25.9 / 17.9 / 22.5
after global routing: 27.7 / 19.1 / 22.9
after CTS: 26.0 / 18.5 / 22.5
==> how the worst min path moves through the flow <==
stage	start	endpoint	depth (start not counted)
CTS	load	q[136]	3
finish	load	q[224]	3
global route	load	q[222]	3
==> timing repair <==
action,in CTS,in global routing
hold buffers,1,0
hold endpoints to repair,1,0
endpoints found under the setup margin,512,513
resized,2721,43
setup buffers,332,17
==> placed cells by master (no fill, tap or decap), types with 14 or more instances in the layout <==
master,instances
sky130_fd_sc_hd__dfxtp_2,304
sky130_fd_sc_hd__clkdlybuf4s50_1,512
sky130_fd_sc_hd__buf_12,53
sky130_fd_sc_hd__buf_4,598
sky130_fd_sc_hd__clkinv_2,14
sky130_fd_sc_hd__buf_6,304
sky130_fd_sc_hd__o21ai_2,89
sky130_fd_sc_hd__nand2_1,510
sky130_fd_sc_hd__o21ai_0,409
sky130_fd_sc_hd__xnor2_1,510
sky130_fd_sc_hd__clkbuf_16,70
sky130_fd_sc_hd__buf_2,183
sky130_fd_sc_hd__dfxtp_4,208
==> per-layer routing <==
layer	part of all wire [%]	global-route usage [%]	wire, um
met5	0.27	0	394
met4	3.5	4.71	5070
met3	9.3	6.98	13500
met2	48	29.0	70400
met1	39	20.3	56200
No activity file was given, so power comes from the tool's default toggle rates.
